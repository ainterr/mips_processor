File: ./design.v
`timescale 1ns/10ps
module eightbit_alu(a, b, sel, f, ovf, zero);
	input signed [7:0] a, b;
	input [2:0] sel;
	output reg signed [7:0] f;
	output reg ovf;
	output reg zero;
	always@(a, b, sel) begin
		zero = 0;
		ovf = 0;
		f = 0;
		case(sel)
			3'b000: begin  
				f = a + b;
				ovf = ~(a[7] ^ b[7]) & (a[7] ^ f[7]);
			end
			3'b001: begin  
				f = ~b;
			end
			3'b010: begin  
				f = a & b;
			end
			3'b011: begin  
				f = a | b;
			end
			3'b100: begin  
				f = a >>> 1;
			end
			3'b101: begin  
				f = a <<< 1;
			end
			3'b110: begin  
				zero = a == b;
			end
			3'b111: begin  
				zero = a != b;
			end
		endcase
	end
endmodule
File: ./run.sh
#!/bin/bash
# OpenROAD 26Q1-2900-gdf79404cd8, Yosys 0.63+post, stock flow scripts
make -C /OpenROAD-flow-scripts/flow DESIGN_CONFIG=/design/flow/config.mk WORK_HOME=/design/flow/orfs finish
File: ./config.mk
export PLATFORM = sky130hd
export DESIGN_NAME = eightbit_alu
export DESIGN_NICKNAME = eightbit_alu
export VERILOG_FILES = /design/flow/design.v
export SDC_FILE = /design/flow/constraint.sdc
export NUM_CORES = 4
export LEC_CHECK = 1
export CORE_AREA = 10 10 70 70
export DIE_AREA = 0 0 80 80
File: ./constraint.sdc
current_design eightbit_alu

set clk_period 3.2
set clk_io_pct 0.2

create_clock -name clk0 -period $clk_period

set non_clock_inputs [all_inputs -no_clocks]
set_input_delay [expr $clk_period * $clk_io_pct] -clock clk0 $non_clock_inputs
set_output_delay [expr $clk_period * $clk_io_pct] -clock clk0 [all_outputs]
==> GITHUB_STEP_SUMMARY <==
### Flow metrics

| Metric | Value |
|---|---|
| VDD IR max | 0.0000621 V |
| Area leader, netlist | ha_1 |
| Synthesis warning total | 1 |
| Rows | 21 |
| Setup crit start kind | primary input |
| Rel. slew slack | 0.780 |
| Setup slack at placement | -0.473 ns |
| Residual DRC | 0 |
| Layout cells sized above 1 | 0.366 |
| First-pass GRT wire length | 5310 µm |
| Mux share | 0.0797 |
| FP Util | 0.271 |
| Drt total wl | between 3000 and 4000 µm |
| Die W | 80 µm |
| Crit path DAT | 2.50 ns |
| Most common cell in the netlist | inv_1 |
| AND-OR/OR-AND share of the synthesized area | 0.299 |
| HPWL Detailed | 2510 µm |
| Setup CP Type | primary input to primary output |
| Area grow syn2layout | 86.5% |
| Initial antenna violation count | 0 |
| Hold Path Class | primary input to primary output |
| WHS Path Cells | 6 |
| Remaining Overflow, GRT | 0 |
| CP Max Fanout | 5 |
| Number of global-route vias before repair | 1167 |
| Clock buf count | 0 |
| Setup crit end kind | primary output |
| Top area cell types | ha_1, inv_1, a21oi_1 |
| Post-Synth Adder-Cell Area | 0.238 |
| Detail Route Antenna Nets | 0 |
| FF+latch area | 0 µm² |
| Yosys cell count | 139 |
| Seq share, synth | 0 |
| Fin cells | about 250 |
| Fin. Hold Viols | 0 |
| Max-area cell share | 0.216 |
| Cell count after synthesis | 139 |
| Period utilisation layout | 0.981 |
| # setup viols final | 0 |
| ANT cells | 0 |
| Logic cell area | 972 µm² |
| Top logic family | AND-OR/OR-AND gates |
| Core area | ~0.0034 mm² |
| Dpl cells | 249 |
| Slew @ Worst Pin | 0.329 ns |
| Cell Type Count | around 40 |
| Simple logic cell fraction of the synthesized area | 0.234 |
| Max_cap viols | 0 |
| Flops | 0 |
| Largest net degree at the start of global routing | 10 |
| P_leak | 0.829 nW |
| YS chip area | 926 µm² |
| 1st-iter DRT viols | 79 |
| Fin worst setup slack | between 0.06 and 0.07 ns |
| Via count | about 1200 |
| Die Ht | 80 µm |
| FMAX | 319 MHz |
| Final slew viol count | 0 |
| GP Congestion | 0.881 |
| Tmin final | between 3 and 4 ns |
| Count of tool warnings | 40 |
| Most frequent cells after synthesis | inv_1, ha_1, a21oi_1 |
| DR pass1 iterations | 4 |
| Xor+xnor area frac | 0.0378 |
| Die area | 0.00640 mm² |
| I/O pin total | 29 |
| Vias per cell | slightly below 5 |
| Total track usage | 0.0951 |
| Status | finished, final reports clean |
| # fillers | 326 |
| Cts hold-fix bufs | 0 |
| Worst path required time | 2.56 ns |
| Drt wl/cell | 12.5 µm |
| Syn avg cell area | 6.66 µm² |
| Mapped Area | 926 µm² |
| RSZ-0062 raised after global routing | false |
| Cell area power density | 140 mW/mm² |
| PortBufs | 29 |
-- logic make-up (layout without fill, tap and decap cells) --
| family | after synthesis | count (layout) |
|---|---|---|
| AND/OR/NAND/NOR | 42 | 42 |
| buffers and inverters | 26 | 92 |
| adder cells (fa/ha/maj) | 17 | 17 |
| AND-OR/OR-AND | 44 | 44 |
| XOR/XNOR | 4 | 4 |
| multiplexers | 6 | 6 |
-- area by class of cell --
cell class                 count  share of cell area
inverter                      19              0.0413
multi-input combinational    113               0.563
tap                           46              0.0333
timing repair buffer          73               0.362
-- through the flow --
step                      setup TNS [ns]  hold WS [ns]  cell area [µm²]  power (mW)   util
after global routing                   0          2.02             1730       0.267  0.505
after CTS                              0          2.07             1670       0.231  0.488
after global placement             -2.31          2.43             1560       0.213  0.456
after floorplan                        0          1.38              926      0.0990      -
final                                  0          1.96             1730       0.241  0.505
after detailed placement           -2.52          2.44             1560       0.214  0.456
-- critical path: stages --
cell             delay, ns
clkdlybuf4s50_1       0.52
buf_4                 0.16
nor2b_1               0.31
buf_4                 0.18
a21oi_1               0.06
a21oi_1               0.14
clkdlybuf4s50_1       0.49
-- final timing paths --
kind                   start  endpoint
worst min-delay path    a[7]       ovf
worst max-delay path  sel[1]      f[3]
-- cell usage in the layout, fill, tap and decap left out, types with 4 or more instances in the layout --
cell / count
nor3_1: 6
mux2i_1: 4
inv_2: 10
nor2_1: 9
o21ai_0: 7
buf_4: 43
nand2_1: 9
inv_1: 9
ha_1: 6
clkdlybuf4s50_1: 8
a21oi_1: 14
dlygate4sd2_1: 13
ha_4: 8
dlymetal6s2s_1: 6
-- timing repair --
item / 4_1_cts / 5_1_grt
buffers inserted: 0 / 2
gates cloned: 0 / 0
gates resized: 46 / 13
endpoints found under the setup margin: 10 / 6
pin swaps: 14 / 6
-- where the power goes --
group	switching, mW	internal [mW]	total (mW)
clock network	0	0	0
logic	0.105	0.136	0.241
registers	0	0	0
-- metal layers --
layer | wire [µm] | part of all wire | vias to the layer above | track usage
met4 | 0 | 0 | 0 | 0
li1 | - | - | 633 | -
met5 | 0 | 0 | - | 0
met3 | 106 | 0.034 | 0 | 0.00909
met1 | 1650 | 0.52 | 574 | 0.147
met2 | 1390 | 0.44 | 31 | 0.146
No activity file was given, so power comes from the tool's default toggle rates.
