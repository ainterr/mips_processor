$ cat flow/constraint.sdc
current_design inst_decoder

set clk_period 1.1
set clk_io_pct 0.2

create_clock -name clk0 -period $clk_period

set non_clock_inputs [all_inputs -no_clocks]
set_input_delay [expr $clk_period * $clk_io_pct] -clock clk0 $non_clock_inputs
set_output_delay [expr $clk_period * $clk_io_pct] -clock clk0 [all_outputs]
$ cat flow/config.mk
export PLATFORM = sky130hd
export DESIGN_NAME = inst_decoder
export DESIGN_NICKNAME = inst_decoder
export VERILOG_FILES = /design/flow/design.v
export SDC_FILE = /design/flow/constraint.sdc
export NUM_CORES = 4
export LEC_CHECK = 1
export CORE_AREA = 10 10 70 70
export DIE_AREA = 0 0 80 80
$ cat flow/design.v
module inst_decoder(
	input [15:0] instruction,
	output reg [3:0] opcode,  
	output reg [1:0] rs_addr,
	output reg [1:0] rt_addr,
	output reg [1:0] rd_addr,
	output reg [7:0] immediate,
	output reg RegDst,
	output reg RegWrite,
	output reg ALUSrc1,
	output reg ALUSrc2,
	output reg [2:0] ALUOp,
	output reg MemWrite,
	output reg MemToReg
);
	always @(instruction) begin
		opcode = instruction[15:12];
		rs_addr = instruction[11:10];
        rt_addr = instruction[9:8];
        rd_addr = instruction[7:6];
        immediate = instruction[7:0];
		case (instruction[15:12])
			0:
			begin
				RegDst = 0;
				RegWrite = 1;
				ALUSrc1 = 0;
				ALUSrc2 = 1;
				ALUOp = 0;
				MemWrite = 0;
				MemToReg = 1;
			end
			1:
			begin
				RegDst = 0;
				RegWrite = 0;
				ALUSrc1 = 0;  
				ALUSrc2 = 1;
				ALUOp = 0;
				MemWrite = 1;
				MemToReg = 0;
			end
			2:
			begin
				RegDst = 1;  
				RegWrite = 1;
				ALUSrc1 = 0;
				ALUSrc2 = 0;
				ALUOp = 0;
				MemWrite = 0;
				MemToReg = 0;
			end
			3:
			begin
				RegDst = 0;
				RegWrite = 1;
				ALUSrc1 = 0;
				ALUSrc2 = 1;
				ALUOp = 0;
				MemWrite = 0;
				MemToReg = 0;
			end
			4:
			begin
				RegDst = 1;  
				RegWrite = 1;
				ALUSrc1 = 0;
				ALUSrc2 = 0;
				ALUOp = 1;
				MemWrite = 0;
				MemToReg = 0;
			end
			5:
			begin
				RegDst = 1;  
				RegWrite = 1;
				ALUSrc1 = 0;
				ALUSrc2 = 0;
				ALUOp = 2;
				MemWrite = 0;
				MemToReg = 0;
			end
			6:
			begin
				RegDst = 0;
				RegWrite = 1;
				ALUSrc1 = 0;
				ALUSrc2 = 1;  
				ALUOp = 2;
				MemWrite = 0;
				MemToReg = 0;
			end
			7:
			begin
				RegDst = 1;  
				RegWrite = 1;
				ALUSrc1 = 0;
				ALUSrc2 = 0;
				ALUOp = 3;
				MemWrite = 0;
				MemToReg = 0;
			end
			8:
			begin
				RegDst = 0;
				RegWrite = 1;
				ALUSrc1 = 0;
				ALUSrc2 = 0;
				ALUOp = 3;
				MemWrite = 0;
				MemToReg = 0;
			end
			9:
			begin
				RegDst = 0;
				RegWrite = 1;
				ALUSrc1 = 0;
				ALUSrc2 = 1;
				ALUOp = 4;
				MemWrite = 0;
				MemToReg = 0;
			end
			10:
			begin
				RegDst = 0;
				RegWrite = 1;
				ALUSrc1 = 0;
				ALUSrc2 = 1;
				ALUOp = 5;
				MemWrite = 0;
				MemToReg = 0;
			end
			11:
			begin
				RegDst = 0;
				RegWrite = 0;
				ALUSrc1 = 0;
				ALUSrc2 = 0;
				ALUOp = 6;
				MemWrite = 0;
				MemToReg = 0;
			end
			12:
			begin
				RegDst = 0;
				RegWrite = 0;
				ALUSrc1 = 0;
				ALUSrc2 = 0;
				ALUOp = 7;
				MemWrite = 0;
				MemToReg = 0;
			end
			13:
			begin
				RegDst = 1;  
				RegWrite = 1;
				ALUSrc1 = 1;
				ALUSrc2 = 0;
				ALUOp = 2;
				MemWrite = 0;
				MemToReg = 0;
			end
			default
			begin
				RegDst = 0;
				RegWrite = 0;
				ALUSrc1 = 0;
				ALUSrc2 = 0;
				ALUOp = 0;
				MemWrite = 0;
				MemToReg = 0;
			end
		endcase
	end
endmodule
$ cat flow/run.sh
#!/bin/bash
# OpenROAD 26Q1-2900-gdf79404cd8, Yosys 0.63+post, stock flow scripts
make -C /OpenROAD-flow-scripts/flow DESIGN_CONFIG=/design/flow/config.mk WORK_HOME=/design/flow/orfs finish
==> flow_summary.ini <==
; flow metrics
[run_status]
status = complete, but fails checks
violated_checks = setup timing

[critical_path]
crit_path_top_cell_by_count = sky130_fd_sc_hd__buf_6
start_kind = primary input
worst-setup-path-type = primary input to output port
worstSetupEndpointType = output port
cp_slowest_stage_delay_ns = 0.29
critical_path_required_ns = 0.88
path_max_fanout = 3
timing.critical_path.cells = buf_8 > buf_6 > buf_6 > mux2_4 > a21oi_2 > buf_2
cpMaxStageDelayCell = sky130_fd_sc_hd__mux2_4
critical_path_arrival_ns = 1.05

[job]
max_cap_viol_count = 0
warning_count = 38

[pwr]
worst_ir_drop_vdd_uv = 42.90
power.static_leakage_nw = 0.3062
clockPowerShare = 0
switching_power_summed_over_all_nets_w = 0.00008605
pwr-share-comb = 1.000
pwr_density_cell_nw_per_um2 = 332.0
finalPower_w = 0.0002193
switching_share = 0.3923
cell_internal_pwr_w = 0.0001333
pwr-share-seq = 0

[routing]
routedLengthMet1_microns = 440
wirelength_microns = 1184
postRouteAntennaNets = 0
detail_route.wl_per_cell_microns = 10.86
drt-pass1-iter-count = 2
met3_length_microns = 174
met2WireLength_microns = 569
maxUsedRoutingLayer = met3
drt_iter0_markers = 9
via_count = 364
drc = 0
antenna_cells = 0
vias_per_cell = 3.339

[die]
initCoreUtil = 0.1073
fp.dieArea_sq_um = 6400
die_y_microns = 80
floorplan.rows = 21
fp.coreArea_sq_um = 3416
die_width_microns = 80
num_io_pins = 43

[placement]
place_congestion = 0.7363
port-buffer-count = 17
placement.cell_area_sq_um = 500.5
dp.final_hpwl_microns = 826.7

[finish]
post_route_cells_drive_above_1_share = 0.6984
final-comb-area_sq_um = 289.0
area.sequential_sq_um = 0
area_growth_syn_to_layout_pct = 80.20
postLayoutCoreUtil = 0.1934
fill_cells = 379
sequential_cells = 0
fin_area_sq_um = 660.6
num-clock-buffers = 0

[grt]
groute.usage.overall = 0.03463
number_of_global_route_vias_before_repair = 370
first_pass_grt_wire_length_microns = 1863
grt_start_max_net_pins = 10
gr-total-overflow = 0
grt_antenna_before_repair = 0

[final_timing]
finalCritPeriodShare = 1.156
hold_ws_ns = 0.4400
rsz_0062_raised_after_global_routing = yes
max_clock_freq_mhz = 786.2
report.final.slew_viol_count = 0
min_tclk_post_route_ns = 1.272
relSlewSlack = 0.9053
timing.final.hold_violations = 0
worst_slew_pin_slew_ns = 0.1381
finalWorstSetupSlack_ns = -0.1719
setup_viol = 7

[logic_synthesis]
synth_top_cell_by_count = sky130_fd_sc_hd__buf_4
synth_cells = 50
ys_warn_count = 1
avgSynthCellArea_sq_um = 7.332
yosys_chip_area_sq_um = 366.6
synth.area.top_cells = sky130_fd_sc_hd__buf_4 39%, sky130_fd_sc_hd__ha_1 17%, sky130_fd_sc_hd__and2_1 5.1%
synth.largest_area_cell = sky130_fd_sc_hd__buf_4
synth_cell_type_count = 20
post_synth_instance_area_sq_um = 366.6
seq_area_frac_synth = 0
yosys_cells = 50
synth.top_cell.area_share = 0.3891
synth.cells.most_frequent = 19 x sky130_fd_sc_hd__buf_4, 5 x sky130_fd_sc_hd__ha_1, 3 x sky130_fd_sc_hd__and2_1, 3 x sky130_fd_sc_hd__nand2_1, 3 x sky130_fd_sc_hd__nand2b_1

[worst_hold_path]
hp-class = primary input to output port
holdPathEnd = immediate[0]
worst_hold_startpoint = instruction[0]
hold_path_depth = 0

[cts]
cts_hold_repair.buffers = 0
-- per-layer routing --
layer,track usage,vias up
met5,0,-
met4,0.001761,0
met3,0.01591,0
met2,0.06019,14
met1,0.03955,177
li1,-,173
-- layout make-up --
cell class,instances,area share
inverters,2,0.02652
multi-input cells,28,0.4375
well taps,46,0.08712
repair buffers,33,0.4489
-- cell usage in the layout (no fill, tap or decap), drive strengths merged, types with 2 or more instances in the layout --
| cell | instances |
|---|---|
| buf | 27 |
| ha | 5 |
| nand2 | 3 |
| dlygate4sd2 | 3 |
| and2 | 3 |
| o21ai | 3 |
| nand2b | 3 |
| inv | 2 |
| nor2 | 2 |
| a21oi | 2 |
-- power groups by stage --
| stage | Sequential [W] | Clock, W | Combinational (W) |
|---|---|---|---|
| 5_1_grt | 0 | 0 | 0.000240 |
| 6_report | 0 | 0 | 0.000219 |
| 4_1_cts | 0 | 0 | 0.000206 |
-- stage by stage --
stage / setup slack, ns / cells / setup TNS (ns)
after floorplan: 0.09027 / 50 / 0
after CTS: -0.1861 / 108 / -0.9311
after global routing: -0.2054 / 109 / -1.085
after global placement: -1.007 / 101 / -9.987
after detailed placement: -0.9942 / 101 / -9.931
final: -0.1719 / 109 / -0.7283
-- worst max-delay path by stage --
stage              startpoint  endpoint  slack (ns)
CTS           instruction[12]  RegWrite       -0.19
global route  instruction[12]  RegWrite       -0.21
finish        instruction[12]  RegWrite       -0.17
-- worst max-delay path: cells and delay by family --
| family | cells | cell delay, ns |
|---|---|---|
| AND-OR/OR-AND | 1 | 0.11 |
| buffers and inverters | 4 | 0.42 |
| multiplexers | 1 | 0.29 |
-- cell families (layout without fill, tap and decap cells) --
group                    Yosys count  in the layout  synth area share
AND-OR/OR-AND                      8              8            0.1399
adder cells (fa/ha/maj)            5              5            0.1706
buffers and inverters             22             35            0.4403
multiplexers                       2              2           0.05802
AND/OR/NAND/NOR                   13             13            0.1911
-- timing repair --
item,in CTS,in global routing
cloned,1,0
gates resized,81,8
buffers inserted,6,1
endpoints found under the setup margin,13,9
pin swaps,12,7
Power figures rest on the tool's default switching activity, not on a simulated workload.
