==> flow/design.v <==
`timescale 1ns/10ps
module reg_file(rst, clk, wr_en, rd0_addr, rd1_addr, wr_addr, wr_data,
	rd0_data, rd1_data);
	input rst, clk, wr_en;
	input [1:0] rd0_addr, rd1_addr, wr_addr;
	input signed [8:0] wr_data;
	output signed [8:0] rd0_data, rd1_data;
	integer i;
	reg signed [8:0] registers [3:0];
	assign rd0_data = registers[rd0_addr];
	assign rd1_data = registers[rd1_addr];
	always@(posedge clk, posedge rst) begin
		if(rst) for(i = 0; i < 4; i=i+1) registers[i] = 0;
		else if(wr_en) registers[wr_addr] = wr_data;
	end
endmodule
==> flow/run.sh <==
#!/bin/bash
# OpenROAD 26Q1-2900-gdf79404cd8, Yosys 0.63+post, stock flow scripts
make -C /OpenROAD-flow-scripts/flow DESIGN_CONFIG=/design/flow/config.mk WORK_HOME=/design/flow/orfs finish
==> flow/config.mk <==
export PLATFORM = sky130hd
export DESIGN_NAME = reg_file
export DESIGN_NICKNAME = reg_file
export VERILOG_FILES = /design/flow/design.v
export SDC_FILE = /design/flow/constraint.sdc
export NUM_CORES = 4
export LEC_CHECK = 1
export CORE_UTILIZATION = 40
==> flow/constraint.sdc <==
current_design reg_file

set clk_period 2.0
set clk_io_pct 0.2

create_clock -name clk0 -period $clk_period [get_ports {clk}]

set non_clock_inputs [all_inputs -no_clocks]
set_input_delay [expr $clk_period * $clk_io_pct] -clock clk0 $non_clock_inputs
set_output_delay [expr $clk_period * $clk_io_pct] -clock clk0 [all_outputs]
==> impl_metrics.env <==
# implementation run metrics
export IMPL_period_used_pct=97.2
export IMPL_slowest_stage="mux4_2"
export IMPL_drc_errors=0
export IMPL_final_area_mm2=0.00245
export IMPL_path_class="in -> out"
export IMPL_cap_violations=0
export IMPL_largest_area_cell="dfrtp_1"
export IMPL_routed_top_layer="met4"
export IMPL_drtIter0Drc=32
export IMPL_max_stage_delay_ps=470
export IMPL_ys_flops=36
export IMPL_clk_latency_ps=290
export IMPL_final_layout_top_logic_cells="mux2_2, dfrtp_1, mux4_2"
export IMPL_grt_pass1_vias=1176
export IMPL_rsz0062_at_grt="false"
export IMPL_cts_reportedPaths_clkPinSlew_ps=80
export IMPL_cts_tree="yes"
export IMPL_syn2layout_area_growth_pct=36.8
export IMPL_outcome="finished, final reports clean"
export IMPL_gr_usage_all_layers_pct=18.7
export IMPL_p_leak_nw=1.11
export IMPL_r2r_slack_ps=1120
export IMPL_synthTopLogicFamily="multiplexers"
export IMPL_min_period_ps=1940
export IMPL_fp_util_pct=43.1
export IMPL_syn_cell_area_mm2=0.00179
export IMPL_critPathTopFamily="buffers and inverters"
export IMPL_wl_met2_mm=1.76
export IMPL_dr_pass1_iters=2
export IMPL_syn_inst=100
export IMPL_timing_hold_ws_ps=509
export IMPL_viasPerCell=5.47
export IMPL_layout_drive_gt1_share_pct=56.7
export IMPL_grt_pass1_wl_mm=5.89
export IMPL_ios=36
export IMPL_setup_viol=0
export IMPL_crit_path_end_kind="primary output"
export IMPL_clockBufferDepth=2
export IMPL_core_mm2=0.00414
export IMPL_simple_gate_share_pct=2.52
export IMPL_max_freq_ghz=0.514
export IMPL_grt_max_degree=37
export IMPL_worstPathCellList="clkdlybuf4s15_2, buf_12, buf_4, mux4_2, dlygate4sd2_1"
export IMPL_slew_headroom_pct=70.0
export IMPL_setup_tns_ps=0
export IMPL_skew_ps=0
export IMPL_critPathRequiredTime_ps=1600
export IMPL_adder_share_pct=0
export IMPL_mux_area_share_pct=45.3
export IMPL_yosysTopAreaCellShare_pct=50.4
export IMPL_hold_violations=0
export IMPL_r2r_cells=2
export IMPL_syn_area_per_cell_um2=17.9
export IMPL_ys_cells=100
export IMPL_final_util_pct=59.0
export IMPL_cts_max_level=2
export IMPL_warnings=25
export IMPL_m1WireLength_mm=1.58
export IMPL_ys_chip_area_mm2=0.00179
export IMPL_met3_length_um=225
export IMPL_cts_root_buf="clkbuf_8"
export IMPL_clock_sinks=36
export IMPL_r2r_start="registers[3][6]$_DFFE_PP0P_"
export IMPL_hpwl_mm=2.54
export IMPL_crit_buf_inv=4
export IMPL_antenna_found_initial=0
export IMPL_p_per_area_mw_per_mm2=819
export IMPL_hold_path_class="in -> async"
export IMPL_drt_total_wl_mm=3.61
export IMPL_reg2reg_to="registers[3][6]$_DFFE_PP0P_"
export IMPL_die_x_um=68.9
export IMPL_cp_max_fo=6
export IMPL_final_max_slew_viol_count=0
export IMPL_chip_area_mm2=0.00474
export IMPL_arrival_ps=1540
export IMPL_total_power_w=0.00200
export IMPL_area_leaders="dfrtp_1, mux2_2, mux4_2"
export IMPL_ant_nets=0
export IMPL_synth_cell_types=9
export IMPL_placed_cell_area_mm2=0.00229
export IMPL_largest_reg_flops=36
export IMPL_rows=23
export IMPL_fp_dieH_um=68.9
export IMPL_gp_congestion=0.778
export IMPL_nFillCells=334
export IMPL_n_antenna_cell=0
export IMPL_worst_slew_pin_slew_ps=449
export IMPL_wl_per_cell_um=17.5
export IMPL_cts_made_buffers=5
export IMPL_vias=1132
export IMPL_portBuffers=35
export IMPL_start_kind="input pin"
export IMPL_max_vdd_ir_drop_uv=500
export IMPL_ys_seq_share_pct=50.4
export IMPL_ys_sh_aoi_pct=0
export IMPL_synth_warnings=2
export IMPL_synth_xor_area_share_pct=0
export IMPL_overflow=0
==> cells in the mapped netlist <==
cell type,n
inv_1,1
dfrtp_1,36
buf_4,1
mux4_2,18
nand3_2,1
nand3b_2,2
mux2_2,36
buf_2,4
nor3b_2,1
==> repair_timing <==
item	CTS	global route
endpoints found under the hold margin	0	0
gates resized	28	9
hold buffers	0	0
endpoints found under the setup margin	18	9
buffers inserted	6	1
==> kinds of logic after synthesis <==
family / count (synthesis)
simple gates: 4
buf+inv: 6
mux: 54
flops: 36
==> layout make-up <==
cell class / instances / area, um^2 / area share, %
Timing Repair Buffer: 54 / 531 / 21.7
Clock buffer: 6 / 82.6 / 3.38
Tap cell: 50 / 62.6 / 2.56
Sequential cell: 36 / 901 / 36.8
Inverter: 1 / 3.75 / 0.153
Multi-Input combinational cell: 58 / 856 / 35.0
Clock inverter: 2 / 10.0 / 0.409
==> routing by layer <==
metal,GRT usage (%),vias to the layer above
met2,29.7,31
met4,2.04,0
li1,-,512
met5,0,-
met1,28.5,584
met3,4.83,5
==> through the flow <==
stage / cells / worst slack (ps)
5_1_grt: 207 / 18.7
6_report: 207 / 55.3
3_5_place_dp: 192 / -385
2_1_floorplan: 100 / 501
3_3_place_gp: 192 / -390
4_1_cts: 206 / 7.20
==> where the power goes <==
group          internal [W]  switching (W)
Sequential         0.000867      0.0000902
Combinational      0.000387       0.000130
Clock              0.000275       0.000255
Total               0.00153       0.000475
==> worst max-delay path by stage <==
stage              to                         from  cells past startpoint
5_1_grt   rd1_data[7]                  rd1_addr[0]                      5
6_report  rd1_data[7]                  rd1_addr[0]                      5
4_1_cts   rd0_data[3]  registers[3][3]$_DFFE_PP0P_                      2
==> worst reg2reg max path: cells and delay by family, from the launching register on <==
family	cells	cell delay (ps)
buffers and inverters	1	130
flip-flops	1	390
multiplexers	1	250
Power is estimated from default activity; no workload was simulated.
